$ cat flow/config.mk
export PLATFORM = sky130hd
export DESIGN_NAME = mdio
export DESIGN_NICKNAME = mdio
export VERILOG_FILES = /design/flow/design.v
export SDC_FILE = /design/flow/constraint.sdc
export NUM_CORES = 4
export LEC_CHECK = 1
export CORE_UTILIZATION = 30
$ cat flow/constraint.sdc
current_design mdio

set clk_period 3.6
set clk_io_pct 0.2

create_clock -name clk0 -period $clk_period [get_ports {sys_clk}]

set non_clock_inputs [all_inputs -no_clocks]
set_input_delay [expr $clk_period * $clk_io_pct] -clock clk0 $non_clock_inputs
set_output_delay [expr $clk_period * $clk_io_pct] -clock clk0 [all_outputs]
$ cat flow/design.v
module mdio (
    input   wire        sys_clk,    
    input   wire        sys_rst_n, 
    input	wire		start_flag,
    input	wire		r_w,
    input	wire[4:0]	phy_add,
    input	wire[4:0]	reg_add,
    input	wire[15:0]	write_reg_data,
    output	reg[15:0]	read_reg_data,
    output	reg			mdc,
    output  reg         end_flag,
    inout   wire        mdio
);
reg         mdio_en;
reg         mdio_o;
reg[3:0]    cnt_mdc;
reg[9:0]    num_mdc;     
parameter IDLE = 'd0;
parameter WRITE = 'd1;
parameter TURN_WR = 'd2;
parameter TURN_RD = 'd3;
parameter CNT_MAX = 'd15;
parameter CNT_HALF = 'd7;
parameter CNT_WRITE = 'd45;
parameter CNT_TURN = 'd63;
reg[1:0]	state;
wire[31:0]  preamble;
wire[1:0]   st;
reg[1:0]    op;
wire[4:0]   phyad;
wire[4:0]   regad;
reg[1:0]    wr_ta;
reg[15:0]   wr_data;
wire[63:0]  write_data;
assign preamble = {'d32{1'b1}};
assign st = 2'b01;
assign phyad = phy_add;
assign regad = reg_add;
always @(*)
    if (start_flag == 1'b1)
        if (r_w == 1'b0)
        begin
            op = 2'b01;
            wr_ta = 2'b10;
            wr_data = write_reg_data;
        end
        else
        begin
            op = 2'b10;
            wr_ta = 0;
            wr_data = 0;
        end
assign write_data = {preamble, st, op, phyad, regad, wr_ta, wr_data};
assign mdio = (mdio_en == 1) ? mdio_o : 1'bz;
always @(posedge sys_clk)
    if (sys_rst_n == 'b0) 
        state <= IDLE;
    else 
        case(state)
        IDLE:
            if (start_flag == 1'b1)
                state <= WRITE;
        WRITE:
            if (cnt_mdc == CNT_MAX && num_mdc == CNT_WRITE && r_w == 0)
                state <= TURN_WR;
            else if (cnt_mdc == CNT_MAX && num_mdc == CNT_WRITE && r_w == 1)
                state <= TURN_RD;
        TURN_WR:
            if (cnt_mdc == CNT_MAX && num_mdc == CNT_TURN)
                state <= IDLE;
        TURN_RD:
            if (cnt_mdc == CNT_MAX && num_mdc == CNT_TURN)
                state <= IDLE;
        default:
            state <= IDLE;
        endcase
always @(posedge sys_clk)
    if (sys_rst_n == 'b0) 
        mdc <= 1'b1;
    else 
        case(state)
        IDLE:
            if (start_flag == 1'b1)
                mdc <= 0;
            else
                mdc <= 1;
        default:
            if (cnt_mdc == CNT_HALF)
                mdc <= 1;
            else if (cnt_mdc == CNT_MAX)
                mdc <= 0;
        endcase
always @(posedge sys_clk)
    if (sys_rst_n == 'b0) 
        mdio_o <= 1;
    else 
        case(state)
        IDLE:
            mdio_o <= 1;
        WRITE:
            if (cnt_mdc == CNT_MAX && num_mdc < CNT_WRITE)
                mdio_o <= write_data[CNT_TURN - 1 - num_mdc];
            else if(num_mdc == CNT_WRITE && cnt_mdc == CNT_MAX)
                mdio_o <= 1;
        TURN_WR:
            if (cnt_mdc == CNT_MAX && num_mdc < CNT_TURN) 
                mdio_o <= write_data[CNT_TURN - 1 - num_mdc];
            else if (cnt_mdc == CNT_MAX && num_mdc == CNT_TURN)
                mdio_o <= 1;
        TURN_RD:
            mdio_o <= 1;
        endcase
always @(posedge sys_clk)
    if (sys_rst_n == 0) 
        read_reg_data <= 0;   
    else 
        case(state)
        TURN_RD:
            if (cnt_mdc == CNT_HALF && num_mdc > 47 && num_mdc <= CNT_TURN)
                read_reg_data[CNT_TURN - num_mdc] <= mdio;
        endcase
always @(posedge sys_clk)
    if (sys_rst_n == 'b0) 
        mdio_en <= 0;
    else 
        case(state)
        IDLE:
            if (start_flag == 1)
                mdio_en <= 1;
            else
                mdio_en <= 0;
        WRITE:
            if (num_mdc == CNT_WRITE && cnt_mdc == CNT_MAX && r_w == 1)
                mdio_en <= 0;
            else
                mdio_en <= 1;
        TURN_WR:
            if (num_mdc == CNT_TURN && cnt_mdc == CNT_MAX)
                mdio_en <= 0;
            else
                mdio_en <= 1;
        TURN_RD:
            mdio_en <= 0;
        endcase
always @(posedge sys_clk)
    if (sys_rst_n == 1'b0)
        end_flag <= 0;
    else
        case(state)
        TURN_WR:
            if (cnt_mdc == CNT_MAX && num_mdc == CNT_TURN)
                end_flag <= 1;
        TURN_RD:
            if (cnt_mdc == CNT_MAX && num_mdc == CNT_TURN)
                end_flag <= 1;
        default:
            end_flag <= 0;
        endcase
always @(posedge sys_clk)
    if (sys_rst_n == 0) 
        cnt_mdc <= 0;
    else 
        case(state)
        IDLE:
            cnt_mdc <= 0;
        default:
            cnt_mdc <= cnt_mdc + 1;
        endcase
always @(posedge sys_clk)
    if (sys_rst_n == 0) 
        num_mdc <= 0;       
    else 
        case(state)
        IDLE:
            num_mdc <= 0;
        default:
            if (cnt_mdc == CNT_MAX)
                num_mdc <= num_mdc + 1;
        endcase        
endmodule
$ cat flow/run.sh
#!/bin/bash
# OpenROAD 26Q1-2900-gdf79404cd8, Yosys 0.63+post, stock flow scripts
make -C /OpenROAD-flow-scripts/flow DESIGN_CONFIG=/design/flow/config.mk WORK_HOME=/design/flow/orfs finish
==> ci_impl_report.md <==
## Implementation flow summary

| Metric | Value |
|---|---|
| Unique cell types | 59 |
| Synth warn | 2 |
| Most common flop cell mapped by yosys | dfxtp_1 |
| CTS Hold Bufs | 0 |
| Placed Area | 3720 um2 |
| Yosys stat area | 3160 um2 |
| Post-synth top cells | dfxtp_1 (37), nand2_1 (37), nor4_1 (22) |
| Clock Tree Buf Depth | 2 |
| Std cell rows | 37 |
| Register bit count reported by yosys | 55 |
| Halt Stage | clock tree synthesis |
| Endpoints left unconstrained | 18 |
| FP Core Util | 0.308 |
| Cell count after synthesis | 360 |
| Mapped Area | 3160 um2 |
| Synth Area per Inst | 8.78 um2 |
| Port bufs | 47 |
| Post-synth EDFFs | 0 |
| Die X | 105 um |
| Status | did not finish |
| Yosys Instances | 360 |
| Area leader share | 0.234 |
| GP Congestion | 0.887 |
| Asr flop ratio synth | 0 |
| H-Tree Depth | 2 |
| Post-CTS Resized | 0 |
| Area leader, netlist | dfxtp_1 |
| Register pins left without a clock | 18 |
| CTS buffer count | 5 |
| Post-CTS Setup Inserts | 0 |
| Die Ht | 105 um |
| Error | [error] [KeplerFormal.cpp:679] Workflow failed: Iso has multiple drivers: .mdio0, mdio$_SDFFE_PN1P_.Q0 |
| CTS Root Cell | clkbuf_8 |
| Dpl cells | 526 |
| Io pins | 49 |
| Pre-CTS WS | 0.213 ns |
| Detail Placement HPWL | 5270 um |
| Top cells by area | dfxtp_1 (23%), dlxtp_1 (8.6%), ha_1 (5.1%) |
-- logic make-up after synthesis --
| family | count (synthesis) | share of synthesized area |
|---|---|---|
| latches | 18 | 0.0855 |
| muxes | 27 | 0.115 |
| xor gates and xnor gates | 17 | 0.0471 |
| AOI/OAI and AO/OA | 48 | 0.112 |
| adders and majority gates | 13 | 0.0515 |
| DFF | 37 | 0.234 |
| and+or+nand+nor | 164 | 0.298 |
| buffers and inverters | 36 | 0.0570 |
-- metrics by stage --
| step | total power [uW] | hold WS [ns] |
|---|---|---|
| 2_1_floorplan | 466 | 0.409 |
| 3_3_place_gp | 508 | 0.433 |
| 3_5_place_dp | 509 | 0.436 |
Power figures rest on the tool's default switching activity, not on a simulated workload.
