<file path="./design.v">
module  key_filter
(
    input   wire    sys_clk     ,    
    input   wire    sys_rst_n     ,    
    input   wire    key_in      ,    
    output  reg     key_flag         
);
parameter CNT_MAX = 20'd999_999 ; 
reg     [19:0]  cnt_20ms    ;    
always@(posedge sys_clk)
    if(sys_rst_n == 1'b0)
        cnt_20ms <= 20'b0;
    else    
        if(key_in == 1'b1)
            cnt_20ms <= 20'b0;
        else    if(cnt_20ms == CNT_MAX && key_in == 1'b0)
            cnt_20ms <= cnt_20ms;
        else
            cnt_20ms <= cnt_20ms + 1'b1;
always@(posedge sys_clk)
    if(sys_rst_n == 1'b0)
        key_flag <= 1'b0;
    else    
        if(cnt_20ms == CNT_MAX - 1'b1)
            key_flag <= 1'b1;
        else
            key_flag <= 1'b0;
endmodule
</file>
<file path="./run.sh">
#!/bin/bash
# OpenROAD 26Q1-2900-gdf79404cd8, Yosys 0.63+post, stock flow scripts
make -C /OpenROAD-flow-scripts/flow DESIGN_CONFIG=/design/flow/config.mk WORK_HOME=/design/flow/orfs finish
</file>
<file path="./config.mk">
export PLATFORM = sky130hd
export DESIGN_NAME = key_filter
export DESIGN_NICKNAME = key_filter
export VERILOG_FILES = /design/flow/design.v
export SDC_FILE = /design/flow/constraint.sdc
export NUM_CORES = 4
export LEC_CHECK = 1
export CORE_AREA = 10 10 89 89
export DIE_AREA = 0 0 99 99
</file>
<file path="./constraint.sdc">
current_design key_filter

set clk_period 2.8
set clk_io_pct 0.2

create_clock -name clk0 -period $clk_period [get_ports {sys_clk}]

set non_clock_inputs [all_inputs -no_clocks]
set_input_delay [expr $clk_period * $clk_io_pct] -clock clk0 $non_clock_inputs
set_output_delay [expr $clk_period * $clk_io_pct] -clock clk0 [all_outputs]
</file>
==> impl_metrics.env <==
# implementation run metrics
export IMPL_outcome="finished clean"
export IMPL_slew_headroom_pct=57.10
export IMPL_ys_sh_xor_pct=7.275
export IMPL_ys_cells=127
export IMPL_rsz0062_at_grt="no"
export IMPL_netlist_instances=127
export IMPL_drive_gt1_share_pct=6.977
export IMPL_grt_start_max_net_pins=12
export IMPL_fmax_mhz=486.9
export IMPL_cts_made_buffers=3
export IMPL_clockBufferDepth=2
export IMPL_hold_class="flip-flop to flip-flop"
export IMPL_die_area_um2=9801
export IMPL_cts_setup_buffers=0
export IMPL_fin_util_pct=20.63
export IMPL_layout_top_cell="dfxtp_1"
export IMPL_critical_path_class="flip-flop to flip-flop"
export IMPL_ys_flops=21
export IMPL_dr_total_vias=886
export IMPL_place_hpwl_mm=1.550
export IMPL_logic_family="simple AND/OR/NAND/NOR gates"
export IMPL_holdPathStages=2
export IMPL_fin_worst_skew_ns=0.002853
export IMPL_fin_tns_setup_ns=0
export IMPL_dp_cells=200
export IMPL_cpMaxStageDelayCell="nor4_1"
export IMPL_synthArstFlopShare_pct=0
export IMPL_switching_share_pct=19.90
export IMPL_rr_startpoint="cnt_20ms[1]"
export IMPL_synth_area_um2=1084
export IMPL_min_to="cnt_20ms[19]"
export IMPL_wl_mm=2.162
export IMPL_r2r_setup_slack_ns=0.75
export IMPL_core_area_um2=5991
export IMPL_cp_max_fo=10
export IMPL_worstPathRequired_ns=2.95
export IMPL_yosysUniqueCellTypes=34
export IMPL_max_stage_delay_ns=0.61
export IMPL_power_switching_mw=0.1012
export IMPL_power_mw=0.5085
export IMPL_pwr_share_clk_pct=37.6
export IMPL_cts_repair_resized=0
export IMPL_antenna_found_initial=0
export IMPL_crit_path_end_kind="flip-flop"
export IMPL_grt_pass1_vias=842
export IMPL_ir_drop_mv=0.1788
export IMPL_portBuffers=3
export IMPL_drc=0
export IMPL_final_setup_viol_count=0
export IMPL_grt_pass1_wl_mm=3.905
export IMPL_ys_sh_mux_pct=1.848
export IMPL_power_density_nw_per_um2=411.4
export IMPL_syn_area_per_cell_um2=8.532
export IMPL_cts_htree_levels=1
export IMPL_leakagePower_nw=0.3650
export IMPL_crit_path_cell_trace="ha_1 -> nand3_1 -> nor4_1 -> a31oi_1 -> a41o_1"
export IMPL_drt_initial_drc_count=39
export IMPL_yosys_area_um2=1084
export IMPL_placed_area_um2=1191
export IMPL_postRouteAntennaNets=0
export IMPL_place_congestion=0.8352
export IMPL_io_pins=4
export IMPL_slew_violations=0
export IMPL_edf_count=0
export IMPL_min_from="cnt_20ms[19]"
export IMPL_synth_seq_share_pct=38.80
export IMPL_fin_crit_ns=2.054
export IMPL_cts_sinks=21
export IMPL_p_int_mw=0.4073
export IMPL_post_place_ws_ns=0.7315
export IMPL_fp_util_pct=18.09
export IMPL_p_seq_share_pct=59.4
export IMPL_final_cells=204
export IMPL_die_w_um=99
export IMPL_hold_viol=0
export IMPL_ys_sh_adder_pct=2.309
export IMPL_insertedDiodeCount=0
export IMPL_overflow=0
export IMPL_yosys_area_share_aoi_pct=10.16
export IMPL_synthFlopType="dfxtp_1"
export IMPL_cts_clk_slew_worst_paths_ns=0.07
export IMPL_gr_usage_all_layers_pct=4.505
export IMPL_clockRootBuffer="clkbuf_8"
export IMPL_timing_rr_end="cnt_20ms[18]"
export IMPL_layout_setup_ws_ns=0.7460
export IMPL_hold_buffers=0
export IMPL_simple_gate_share_pct=36.03
export IMPL_yosys_warnings=1
export IMPL_warning_count=26
export IMPL_num_rows=28
export IMPL_via_per_inst=4.343
export IMPL_routedWlPerCell_um=10.60
export IMPL_drt_pre_antenna_iters=4
export IMPL_comb_power_share_pct=3.0
export IMPL_fp_dieH_um=99
export IMPL_post_route_period_util_pct=73.36
export IMPL_tightestPinTransition_ns=0.6422
export IMPL_max_cap_viol_count=0
export IMPL_areaGrowthSynthToFinish_pct=14.09
export IMPL_final_cell_area_um2=1236
export IMPL_arrival_ns=2.20
export IMPL_cts_tree="yes"
export IMPL_clkLatencyLatePin_ns=0.25
export IMPL_startpoint_type="flip-flop"
export IMPL_reg2reg_depth=5
export IMPL_hold_slack_ns=0.5175
export IMPL_lay_top_cells="21 x dfxtp_1, 14 x nor2_1, 10 x nand2_1"
[kinds of logic after synthesis]
family | after synthesis
and+or+nand+nor | 65
DFF | 21
AOI/OAI and AO/OA | 18
buffers and inverters | 10
xor gates and xnor gates | 9
muxes | 2
adders and majority gates | 2
[layout make-up]
class                   count  area [µm²]
inverters                   4       15.01
multi-input cells          96       624.3
repair buffers              4       37.54
fillers                   649        4755
clock buffers               4       45.04
flip-flops and latches     21       420.4
well taps                  75       93.84
[cells in the mapped netlist, types with 4 or more instances]
cell type	number	area share (%)
nor2_1	14	4.8
nor4_1	6	3.5
a21oi_1	6	2.8
clkbuf_1	5	1.7
nand2_1	10	3.5
nor3_1	5	2.3
nand3_1	5	2.3
or3_1	4	2.3
nand4_1	7	4.0
dfxtp_1	21	39
inv_1	4	1.4
xnor2_1	8	6.5
[worst max-delay path: cells and delay by family (launching register included)]
kind	cells	cell delay, ns
flops	1	0.43
compound gates	2	0.38
simple gates	2	0.91
fa+ha+maj	1	0.24
[state kept, by name, summed over array words and instances, names as in the netlist]
| name | count |
|---|---|
| cnt_20ms | 20 |
| key_flag | 1 |
[worst max-delay path by stage]
stage	end	cells past startpoint	start
CTS	cnt_20ms[18]	5	cnt_20ms[1]
global route	cnt_20ms[18]	5	cnt_20ms[0]
finish	cnt_20ms[18]	5	cnt_20ms[1]
[power groups by stage]
stage,Sequential (mW),Combinational (mW),Clock [mW]
5_1_grt,0.302,0.0177,0.216
6_report,0.302,0.0153,0.191
4_1_cts,0.302,0.0156,0.204
[routing by layer]
| metal | track usage [%] | wire length (µm) | vias up |
|---|---|---|---|
| met1 | 5.877 | 1073 | 400 |
| met2 | 7.515 | 965 | 16 |
| li1 | - | - | 468 |
| met5 | 0 | 0 | - |
| met4 | 0.5513 | 25 | 0 |
| met3 | 1.128 | 96 | 2 |
